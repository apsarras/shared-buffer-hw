File: design/flow/config.mk
export PLATFORM = sky130hd
export DESIGN_NAME = and_or_mux
export DESIGN_NICKNAME = and_or_mux
export VERILOG_FILES = /design/flow/design.v
export SDC_FILE = /design/flow/constraint.sdc
export NUM_CORES = 4
export LEC_CHECK = 1
export CORE_AREA = 10 10 70 70
export DIE_AREA = 0 0 80 80
File: design/flow/constraint.sdc
current_design and_or_mux

set clk_period 1.2
set clk_io_pct 0.2

create_clock -name clk0 -period $clk_period

set non_clock_inputs [all_inputs -no_clocks]
set_input_delay [expr $clk_period * $clk_io_pct] -clock clk0 $non_clock_inputs
set_output_delay [expr $clk_period * $clk_io_pct] -clock clk0 [all_outputs]
File: design/flow/design.v
module and_or_mux
#(
    parameter int N     = 4,
    parameter int DW    = 16
)
(
    input  logic[N-1:0][DW-1:0] data_i,
    input  logic[N-1:0]         sel_i,
    output logic[DW-1:0]        data_o
);
logic tmp;
always_comb begin: mux
    for(int w=0; w < DW; w=w+1) begin
        tmp = 0;
        for(int i=0; i < N; i=i+1) begin
            tmp = tmp | ( sel_i[i] & data_i[i][w] );
        end
        data_o[w] = tmp;
    end
end
endmodule
File: design/flow/run.sh
#!/bin/bash
# OpenROAD 26Q1-2900-gdf79404cd8, Yosys 0.63+post, stock flow scripts
make -C /OpenROAD-flow-scripts/flow DESIGN_CONFIG=/design/flow/config.mk WORK_HOME=/design/flow/orfs finish
==> flow_metrics.py <==
# Flow results
metrics = {
    "run_status": {
        "status": "completed",
    },
    "synthesis": {
        "ys_types": 6,
        "netlist_area_um2": 472,
        "yosys-stat-area_um2": 472,
        "synth.avg_cell_area_um2": 8.28,
        "area_leaders": "a22oi_2, a22oi_1, buf_6",
        "yosysTopAreaCellShare_pct": 37.1,
        "synth_cells": 57,
        "ys_cells": 57,
        "postSynthSeqShare_pct": 0,
        "largest_area_cell": "a22oi_2",
        "ys_warn_count": 1,
    },
    "pwr": {
        "report.power.total_uw": 456,
        "leakagePower_uw": 0.000759,
        "ir_drop_mv": 0.128,
        "p_per_area_nw_per_um2": 313,
    },
    "global_routing": {
        "grt_max_degree": 9,
        "gr-total-overflow": 0,
        "grt_pass1_vias": 921,
        "antenna_found_initial": 0,
        "grt_use_total_pct": 9.91,
        "grt_first_pass_wirelength_um": 5130,
    },
    "drt": {
        "drt_iter0_markers": 10,
        "num_vias": 807,
        "wl_per_cell_um": 17.3,
        "ant_nets": 0,
        "wirelength_um": 3320,
        "diodes": 0,
        "via_per_inst": 4.20,
        "drc_errors": 0,
        "firstDrtPassIters": 2,
    },
    "layout": {
        "fin_cells": 192,
        "flop-count": 0,
        "drive_gt1_share_pct": 38.4,
        "clock_buffer_count": 0,
        "n_fill_cell": 363,
        "utilization_pct": 42.6,
        "comb_area_um2": 415,
        "syn_to_final_growth_pct": 209,
        "layout.area.seq_um2": 0,
    },
    "sta": {
        "period_needed_ps": 1180,
        "fin_setup_tns_ps": 0,
        "fin_ws_ps": 20.5,
        "maxSlewViolCount": 0,
        "rsz0062_at_grt": "no",
        "max_freq_mhz": 848,
        "tightest_slew_ps": 172,
        "setup_violations": 0,
        "hold_viol": 0,
        "fin_crit_sh_pct": 98.3,
        "slew_headroom_pct": 88.5,
    },
    "worst_setup_path": {
        "path_class": "in -> out",
        "cp-end-kind": "primary output",
        "worstSetupStartpointType": "primary input",
        "path_max_fanout": 1,
        "critPathArrivalTime_ps": 940,
        "critical_path_required_ps": 960,
    },
    "placement": {
        "placedCellCount": 182,
        "gp_congestion": 0.810,
        "place_hpwl_um": 2500,
        "numPortBuffers": 84,
        "place_ws_ps": -593,
    },
    "die": {
        "dieArea_um2": 6400,
        "core_area_um2": 3420,
        "fp.dieW_um": 80,
        "io_pins": 84,
        "rows": 21,
        "initial_core_util_pct": 13.8,
        "die_h_um": 80,
    },
    "run": {
        "warnings": 33,
        "max-cap-violations": 0,
    },
    "clock_network": {
        "cts_hold_buf": 0,
    },
    "hold_path": {
        "hold_path.class": "in -> out",
    },
}
==> stage by stage <==
stage	instance area [um2]	hold WS (ps)
2_1_floorplan	472	537
3_3_place_gp	1350	1460
3_5_place_dp	1350	1470
4_1_cts	1460	870
5_1_grt	1460	781
6_report	1460	759
==> metal layers <==
layer,vias up,global-route usage [%],wire length [um]
li1,406,-,-
met1,365,11.7,1330
met2,36,18.3,1700
met3,0,2.73,291
met4,0,0,0
met5,-,0,0
==> layout make-up <==
class / instances / share of cell area, %
repair buffers: 98 / 67.5
multi-input cells: 48 / 28.5
well taps: 46 / 3.95
==> cell usage after synthesis <==
| cell | count |
|---|---|
| buf_8 | 1 |
| a22oi_1 | 18 |
| nand2_1 | 16 |
| buf_6 | 7 |
| buf_4 | 1 |
| a22oi_2 | 14 |
==> cell families after synthesis <==
| kind of cell | count (synthesis) | synth area share [%] |
|---|---|---|
| compound gates | 32 | 65.8 |
| simple gates | 16 | 12.7 |
| buf+inv | 9 | 21.5 |
==> path summary, 6_finish.rpt <==
check,slack (ps),cells past startpoint,endpoint,from
setup / recovery,20,4,data_o[3],data_i[51]
hold / removal,760,4,data_o[6],data_i[54]
==> report_power, final <==
part / internal (uW) / total (uW) / switching (uW)
combinational: 305 / 456 / 151
sequential: 0 / 0 / 0
clock: 0 / 0 / 0
==> timing repair <==
item                       CTS  global route
resized                    133            21
pin swaps                   40            14
cloned                       4             0
setup endpoints to repair   16            12
setup buffers                9             0
==> critical path, stage by stage <==
cell             delay (ps)
clkdlybuf4s50_1         410
a22oi_2                 110
nand2_1                  60
buf_2                   110
==> layout by cell type (no fill, tap or decap) <==
cell type / instances
a22oi_2: 23
buf_2: 14
clkbuf_2: 1
buf_6: 5
dlymetal6s2s_1: 12
nand2_1: 16
clkdlybuf4s50_1: 1
a22oi_1: 9
buf_16: 2
buf_8: 3
buf_4: 2
dlygate4sd2_1: 51
clkdlybuf4s15_1: 1
buf_12: 6
Power and IR drop assume default switching activity.
